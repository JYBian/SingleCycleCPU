**config.mk**
```make
export PLATFORM = sky130hd
export DESIGN_NAME = SingleCycleCPU
export DESIGN_NICKNAME = SingleCycleCPU
export VERILOG_FILES = /design/flow/design.v
export SDC_FILE = /design/flow/constraint.sdc
export NUM_CORES = 4
export LEC_CHECK = 1
export CORE_UTILIZATION = 30
export SYNTH_MEMORY_MAX_BITS = 65536
```
**constraint.sdc**
```tcl
current_design SingleCycleCPU

set clk_period 33.8
set clk_io_pct 0.2

create_clock -name clk0 -period $clk_period [get_ports {clock}]

set non_clock_inputs [all_inputs -no_clocks]
set_input_delay [expr $clk_period * $clk_io_pct] -clock clk0 $non_clock_inputs
set_output_delay [expr $clk_period * $clk_io_pct] -clock clk0 [all_outputs]
```
**design.v**
```verilog
`timescale 1ns / 1ps
module ALU(In1, In2, control, zero, result);
input [31:0] In1, In2;
input [3:0] control;
output zero;
output [31:0] result;
reg [31:0] result;
reg zero;
always@(*)begin
if (!result)
begin
zero <= 1;
end
else if (result)
begin
zero <= 0;
end
end
always @(In1 or In2 or control) begin
if (control[3:0] == 4'b0000)
begin
result <= In1 & In2;
end
else if (control[3:0] == 4'b0001)
begin
result <= In1 | In2;
end
else if (control[3:0] == 4'b0010)
begin
result <= In1 + In2;
end
else if (control[3:0] == 4'b0110)
begin
result <= In1 - In2;
end
else if (control[3:0] == 4'b0111)
begin
if (In1 < In2)
begin
result <= 1;
end
else if (In1 >= In2)
begin
result <= 0;
end
end
else if (control[3:0] == 4'b1100)
begin
result <= ~ (In1 | In2);
end
else result=32'b0;
end
endmodule
`timescale 1ns / 1ps
module ALUControl(funct,ALUOp,control);
input [5:0]funct;
input [2:0]ALUOp;
output [3:0]control;
reg [3:0]control;
always@(ALUOp or funct)
begin
if (ALUOp==3'b010 && funct==6'b100000)control<=4'b0010; 
else if (ALUOp==3'b010 && funct==6'b100010) control<=4'b0110; 
else if (ALUOp==3'b010 && funct==6'b100100) control<=4'b0000; 
else if (ALUOp==3'b010 && funct==6'b100101)control<=4'b0001; 
else if (ALUOp==3'b010 && funct==6'b101010) control<=4'b0111; 
else if (ALUOp==3'b000) control<=4'b0010; 
else if (ALUOp==3'b001) control<=4'b0110; 
else if (ALUOp==3'b011) control<=4'b0010; 
else if (ALUOp==3'b100)control<=4'b0000; 
else control<=4'b1111; 
end
endmodule
`timescale 1ns / 1ps
module ControlUnit(op,RegDst,ALUSrc,MemtoReg,RegWrite,MemRead,MemWrite,Branch,Branch2,Jump,ALUOp);
input [5:0]op;
output RegDst,ALUSrc,MemtoReg,RegWrite,MemRead,MemWrite,Branch,Branch2,Jump;
output [2:0]ALUOp;
reg RegDst,ALUSrc,MemtoReg,RegWrite,MemRead,MemWrite,Branch,Branch2,Jump;
reg [2:0]ALUOp;
always@(*)
case(op)
6'b000000:begin RegDst<=1;ALUSrc<=0;MemtoReg<=0;RegWrite<=1;MemRead<=0;MemWrite<=0;Branch<=0;Branch2=0;Jump<=0;ALUOp[2]=0;ALUOp[1]<=1;ALUOp[0]<=0;end
6'b100011:begin RegDst<=0;ALUSrc<=1;MemtoReg<=1;RegWrite<=1;MemRead<=1;MemWrite<=0;Branch<=0;Branch2=0;Jump<=0;ALUOp[2]=0;ALUOp[1]<=0;ALUOp[0]<=0;end
6'b101011:begin RegDst<=0;ALUSrc<=1;MemtoReg<=0;RegWrite<=0;MemRead<=0;MemWrite<=1;Branch<=0;Branch2=0;Jump<=0;ALUOp[2]=0;ALUOp[1]<=0;ALUOp[0]<=0;end
6'b000100:begin RegDst<=0;ALUSrc<=0;MemtoReg<=0;RegWrite<=0;MemRead<=0;MemWrite<=0;Branch<=1;Branch2=0;Jump<=0;ALUOp[2]=0;ALUOp[1]<=0;ALUOp[0]<=1;end
6'b000101:begin RegDst<=0;ALUSrc<=0;MemtoReg<=0;RegWrite<=0;MemRead<=0;MemWrite<=0;Branch<=0;Branch2=1;Jump<=0;ALUOp[2]=0;ALUOp[1]<=0;ALUOp[0]<=1;end
6'b000010:begin RegDst<=0;ALUSrc<=0;MemtoReg<=0;RegWrite<=0;MemRead<=0;MemWrite<=0;Branch<=0;Branch2=0;Jump<=1;ALUOp[2]=1;ALUOp[1]<=1;ALUOp[0]<=1;end
6'b001000:begin RegDst<=0;ALUSrc<=1;MemtoReg<=0;RegWrite<=1;MemRead<=0;MemWrite<=0;Branch<=0;Branch2=0;Jump<=0;ALUOp[2]=0;ALUOp[1]<=1;ALUOp[0]<=1;end
6'b001100:begin RegDst<=0;ALUSrc<=1;MemtoReg<=0;RegWrite<=1;MemRead<=0;MemWrite<=0;Branch<=0;Branch2=0;Jump<=0;ALUOp[2]=1;ALUOp[1]<=0;ALUOp[0]<=0;end
endcase
endmodule
`timescale 1ns / 1ps
module DMem (Wdata, Addr, MemRead, MemWrite, RData,clock);
input [31:0] Wdata;
input [31:0] Addr;
input MemRead, MemWrite,clock;
output [31:0] RData;
reg [31:0] memory [0:255];
reg [31:0] RData;
integer i;
initial begin
for (i=0;i<256;i=i+1)
begin
memory[i]=32'b0;
end	
end
always @(posedge clock) 
begin
if (MemWrite) 
memory[Addr]<=Wdata;
end
always@(*)begin
if (MemRead) 
RData<= memory[Addr];
else
RData<=32'b0;
end
endmodule 
`timescale 1ns / 1ps
module IM (Raddr,I250, I3126, I2521, I2016, I1511, I150,I50);
input [31:0]Raddr;
reg [31:0] instruction;
output [25:0] I250;
output [5:0] I3126;
output [4:0] I2521;
output [4:0] I2016;
output [4:0] I1511;
output [15:0] I150;
output[5:0] I50;
reg [25:0] I250;
reg [5:0] I3126;
reg [4:0] I2521;
reg [4:0] I2016;
reg [4:0] I1511;
reg [15:0] I150;
reg [5:0] I50;
reg [31:0] memory [0:29];
initial begin 
memory[0] = 32'b00100000000010000000000000100000;  
memory[1] = 32'b00100000000010010000000000100111;  
memory[2] = 32'b00000001000010011000000000100100;  
memory[3] = 32'b00000001000010011000000000100101;  
memory[4] = 32'b10101100000100000000000000000100;  
memory[5] = 32'b10101100000010000000000000001000;  
memory[6] = 32'b00000001000010011000100000100000;  
memory[7] = 32'b00000001000010011001000000100010;  
memory[8] = 32'b00010010001100100000000000001001;  
memory[9] = 32'b10001100000100010000000000000100;  
memory[10]= 32'b00110010001100100000000000011000;  
memory[11] =32'b00010010001100100000000000001001;  
memory[12] =32'b10001100000100110000000000001000;  
memory[13] =32'b00010010000100110000000000001010;  
memory[14] =32'b00000010010100011010000000101010;  
memory[15] =32'b00010010100000000000000000001111;  
memory[16] =32'b00000010001000001001000000100000;  
memory[17] =32'b00001000000000000000000000001110;  
memory[18] =32'b00100000000010000000000000000000;  
memory[19] =32'b00100000000010010000000000000000;  
memory[20] =32'b00001000000000000000000000011111;  
memory[21] =32'b00100000000010000000000000000001;  
memory[22] =32'b00100000000010010000000000000001;  
memory[23] =32'b00001000000000000000000000011111;  
memory[24] =32'b00100000000010000000000000000010;  
memory[25] =32'b00100000000010010000000000000010;  
memory[26] =32'b00001000000000000000000000011111;  
memory[27] =32'b00100000000010000000000000000011;  
memory[28] =32'b00100000000010010000000000000011;  
memory[29] =32'b00001000000000000000000000011111;  
end
always @(*)begin
instruction[31:0] <= memory[Raddr/4];
I250 <= instruction[25:0];
I3126 <= instruction[31:26];
I2521<= instruction[25:21];
I2016 <= instruction[20:16];
I1511 <= instruction[15:11];
I150 <= instruction[15:0];
I50<=instruction[5:0];
end   
endmodule
`timescale 1ns / 1ps
module MUX32 (In1, In2, Ctrl, Out);
input [31:0] In1, In2; 
input Ctrl; 
output [31:0] Out;
assign Out=(Ctrl)?In2:In1;
endmodule
`timescale 1ns / 1ps
module MUX5 (In1, In2, Ctrl, Out);
input [4:0] In1, In2; 
input Ctrl; 
output [4:0] Out;
reg[4:0]Out;
always@(*)begin
if (Ctrl)
begin
Out <= In2;
end
else if(!Ctrl)
begin
Out <= In1;
end
end
endmodule
`timescale 1ns / 1ps
module PC (clk, pcIn, pcOut);
input clk;
input [31:0] pcIn;
output [31:0] pcOut;
reg [31:0] pcOut;
initial
begin
pcOut=32'b0;
end
always @(posedge clk) 
begin
pcOut = pcIn;
end     
endmodule
`timescale 1ns / 1ps
module REG (Rreg1, Rreg2, Wreg, RegWrite, Wdata, Rdata1, Rdata2,clock);
input [4:0] Rreg1, Rreg2;
input [31:0] Wdata;
input RegWrite,clock;
input [4:0]Wreg;
output [31:0] Rdata1, Rdata2;
reg [31:0] register [0:31];
integer i;
initial begin
for (i=0;i<32;i=i+1)
begin
register[i]=32'b0;
end
end
always @(posedge clock) begin
if (RegWrite == 1) 
register[Wreg] <= Wdata;
end
assign  Rdata1 = register[Rreg1];
assign Rdata2 = register[Rreg2];
endmodule
`timescale 1ns / 1ps
module SExt(in, out);
input [15:0] in;
output [31:0] out;
assign out=$signed(in);
endmodule
`timescale 1ns / 1ps
module ShiftLeft2(I,O);
input [25:0]I;
output [27:0]O;
assign O=I<<2;
endmodule
`timescale 1ns / 1ps
module ShiftLeft232(I,O);
input [31:0]I;
output [31:0]O;
assign O=I<<2;
endmodule
`timescale 1ns / 1ps
module SingleCycleCPU(clock, RegDst,Jump,Branch,Branch2,MemRead,MemtoReg,MemWrite,ALUSrc,RegWrite,zero,sel,fourzero,ALUControl,pcIn,pcOut,Rdata1,Rdata2,In2,Extended,Wdata,result,Rdata,shifted32,addedPC,beqaddr,JumpAddress,beqmuxedaddr,ALUOp,I250, I3126,I50,I2521,I2016,I1511,Wreg,I150,shifted26);
input clock;
output RegDst,Jump,Branch,Branch2,MemRead,MemtoReg,MemWrite,ALUSrc,RegWrite,zero,sel;
output [3:0]fourzero,ALUControl;
output  [31:0]pcIn,pcOut,Rdata1,Rdata2,In2,Extended,Wdata,result,Rdata,shifted32,addedPC,beqaddr,JumpAddress,beqmuxedaddr;
output  [2:0]ALUOp;
output  [25:0]I250;
output  [5:0]I3126,I50;
output  [4:0]I2521,I2016,I1511,Wreg;
output  [15:0] I150;
output [27:0]shifted26;
PC M1(clock,pcIn,pcOut);
IM M2(pcOut,I250,I3126,I2521,I2016,I1511,I150,I50);
ControlUnit M3(I3126,RegDst,ALUSrc,MemtoReg,RegWrite,MemRead,MemWrite,Branch,Branch2,Jump,ALUOp);
ALUControl M4(I50,ALUOp,ALUControl);
ALU M5(Rdata1, In2, ALUControl, zero, result);
REG M6(I2521, I2016, Wreg, RegWrite, Wdata, Rdata1, Rdata2,clock);
MUX32 M7(Rdata2,Extended,ALUSrc,In2);
SExt M8(I150, Extended);
MUX5 M9(I2016,I1511,RegDst,Wreg);
DMem M10(Rdata2, result, MemRead, MemWrite, Rdata,clock);
MUX32 M11(result, Rdata,MemtoReg,Wdata);
ShiftLeft232 M12(Extended,shifted32);
assign fourzero=4'b0010;
assign addedPC=32'b00000000000000000000000000000100+pcOut;
assign beqaddr=addedPC+shifted32;
ShiftLeft2 M15(I250,shifted26);
assign JumpAddress[31:0]={addedPC[31:28], shifted26[27:0]};
MUX32 M16(addedPC,beqaddr,sel,beqmuxedaddr);
assign sel=(Branch&zero)|(Branch2&(~zero));
MUX32 M18(beqmuxedaddr[31:0],JumpAddress[31:0],Jump,pcIn);
endmodule
```
**run.sh**
```bash
#!/bin/bash
# OpenROAD 26Q1-2900-gdf79404cd8, Yosys 0.63+post, stock flow scripts
make -C /OpenROAD-flow-scripts/flow DESIGN_CONFIG=/design/flow/config.mk WORK_HOME=/design/flow/orfs finish
```
==> flow_summary.ini <==
; flow metrics
[drt]
viasPerCell = 5.150
drt_iter0_markers = 12570
wl_um = 1070000
num_vias = 167739
first_pass_iters = 8
wire_per_inst_um = 32.86
drtAntennaViolNets = 0
route.detailed.drc = 0

[worst_setup_path]
ff2ff_path_depth = 36
path_max_fanout = 43
crit_start = M1.pcOut[3]$_DFF_P_
reg2reg_to = M6.register[21][10]$_DFFE_PP_
r2r_slack_ns = 16.81
worstReg2RegStart = M1.pcOut[3]$_DFF_P_
end_kind = output port
critical_path_class = flop to output port
cp-start-kind = flop
cp_slowest_stage_delay_ns = 1.10
path_common_cell = buf_4
crit_required_ns = 27.04
crit_arrival_ns = 18.42
crit_slowest_cell = a221oi_1

[logic_synthesis]
synth.area.top_cells = edfxtp_1 (76%), mux4_2 (18%), nor2_1 (0.51%), clkbuf_1 (0.47%), ha_1 (0.46%)
syn_area_sq_um = 346400
synth_flop_count = 8842
synth-edff-count = 8768
common_cells = edfxtp_1 (8768), mux4_2 (2737), nor2_1 (470)
syn_inst = 15104
synth_top_cell_by_area = edfxtp_1
synth_top_cell_by_count = edfxtp_1
yosysUniqueCellTypes = 96
ys_warn_count = 8
top_cell_area_share_pct = 76.02
ys.flop_type = edfxtp_1
yosys.stat.chipArea_sq_um = 346400
ys_async_sr_fraction_pct = 0
yosysCellCount = 15104
synth_area_per_cell_sq_um = 22.93

[die]
fp_util_pct = 30.09
io_pins = 573
chipArea_sq_um = 1159000
core_sq_um = 1151000
row_count = 394
die_y_um = 1076
die_w_um = 1076

[sta]
worst_pin_slew_ns = 1.703
finalSetupViolCount = 0
finalHoldViolCount = 0
fmax_mhz = 39.71
slew_headroom_pct = -13.50
slew_viol_final = 3
tns_ns = 0
rsz0062_at_grt = no
unclocked_pins = 42
setup_ws_ns = 8.617
period_needed_ns = 25.18
untimed_endpoints = 53
fin_crit_sh_pct = 74.51
hold_ws_ns = 0.5907
skew_ns = 0.1231

[cts]
cts_root_buffer = clkbuf_16
cts.path.max_buffers = 4
htree_levels = 6
cts-hold-fix-buffers = 0
cts_tree = built
postCtsSetupBuffers = 0
cts_buffers = 845
clk_pin_slew_ns = 0.06
clkLatencyLatePin_ns = 1.25
post_cts_resized = 0

[cells_and_area]
area_delta_synth_final_pct = 16.36
drive_gt1_share_pct = 30.18
finalInstanceArea_sq_um = 403000
nFillCells = 103940

[worst_hold_path]
hp-class = flop to flop
min_to = M1.pcOut[0]$_DFF_P_
worstHoldStart = M1.pcOut[0]$_DFF_P_
hold_path_depth = 1

[job]
maxCapViolCount = 0
warning_count = 116

[grt]
antenna_found_initial = 76
grt_pass1_vias = 182544
grt_pass1_wl_um = 1470000
track_usage_pct = 19.66
grt_max_degree = 115
globalRoute.totalOverflow = 0

[power]
vdd_ir_drop_max_mv = 0.06165
leakagePower_nw = 116.4
power.total_mw = 20.91
powerDensity_nw_per_um2 = 51.88

[placed_design]
dp_slack_ns = 9.698
gp_congestion = 0.9756
hpwl_um = 644500
port_buffers = 519
placed_area_sq_um = 376500

[outcome]
violations = max-slew violations
status = finished with violations
==> per-layer routing <==
layer / vias to the layer above / global-route usage (%) / share of wire [%]
li1: 67117 / - / -
met1: 85560 / 18.73 / 28
met2: 12888 / 27.98 / 45
met3: 2108 / 19.02 / 22
met4: 66 / 8.463 / 5.8
met5: - / 1.518 / 0.15
==> where the power goes <==
part	internal (mW)	total, mW	switching (mW)	leakage (nW)
Combinational	0.000627	0.00459	0.00394	31.5
Clock	4.97	9.08	4.11	12.8
Sequential	11.8	11.8	0.00120	72.1
==> per-stage QoR <==
stage / util (%) / cells
global route: 35.00 / 32524
detailed placement: 32.70 / 30964
finish: 35.01 / 32569
floorplan: - / 15347
global placement: 32.69 / 30958
CTS: 35.00 / 32504
==> area by class of cell <==
class	count	area [sq um]	share of cell area, %
diodes	65	162.7	0.04036
clock buffers	1050	21980	5.453
clock inverters	490	4427	1.098
inverters	127	498.0	0.1236
multi-input cells	5370	80250	19.91
flip-flops and latches	8842	264600	65.65
well taps	15246	19080	4.733
repair buffers	1379	12050	2.989
==> cell families after synthesis <==
group / synth area share (%)
flops: 76.20
buf+inv: 1.573
xor+xnor: 0.2175
other cells: 0.002168
mux: 18.10
fa+ha+maj: 0.4797
compound gates: 1.730
simple gates: 1.509
latches: 0.1821
==> flip-flops by register name (all words and copies together) (netlist names) <==
signal	cells
M3.Branch	1
M1.pcOut	32
M3.ALUSrc	1
M3.MemWrite	1
M6.register	576
M10.memory	8192
M3.MemRead	1
M3.Jump	1
M3.RegDst	1
M3.ALUOp	3
M3.RegWrite	1
M5.result	32
==> how the worst max path moves through the flow <==
stage          endpoint  slack, ns
finish        Wdata[10]       8.62
CTS           Wdata[10]       8.44
global route  Wdata[10]       7.76
==> cells in the final DEF, fill, tap and decap left out, drive strengths merged, types with 24 or more instances in the layout <==
master            n
or2              40
edfxtp         8768
mux2i            73
nor3             70
a21oi           247
a31oi            51
mux4           2737
a22oi           102
xnor2            61
bufinv           46
nand3            58
buf             860
ha              128
diode            65
nand2           404
clkinv          416
nor2b            28
inv             141
o221ai           26
clkbuf         1050
dfxtp            32
and3             28
a21o             63
a221oi           24
conb            245
mux2             29
nor2            470
dlxtn            42
clkdlybuf4s50   519
o21ai            73
a211oi           73
nand4            24
xor2             25
a22o             24
==> critical path, delay by kind of cell (launching register included) <==
kind                       cells  cell delay (ns)
buffers and inverters         11             5.97
AOI/OAI and AO/OA             15             6.06
and+or+nand+nor                6             1.07
DFF                            1             0.75
muxes                          2             1.05
adders and majority gates      2             1.05
latches                        1             0.97
No activity file was given, so power comes from the tool's default toggle rates.
